--- ./run.sh ---
#!/bin/bash
# OpenROAD 26Q1-2900-gdf79404cd8, Yosys 0.63+post, stock flow scripts
make -C /OpenROAD-flow-scripts/flow DESIGN_CONFIG=/design/flow/config.mk WORK_HOME=/design/flow/orfs finish
--- ./config.mk ---
export PLATFORM = sky130hd
export DESIGN_NAME = simple_comparator
export DESIGN_NICKNAME = simple_comparator
export VERILOG_FILES = /design/flow/design.v
export SDC_FILE = /design/flow/constraint.sdc
export NUM_CORES = 4
export LEC_CHECK = 1
export CORE_AREA = 10 10 70 70
export DIE_AREA = 0 0 80 80
--- ./constraint.sdc ---
current_design simple_comparator

set clk_period 1.7
set clk_io_pct 0.2

create_clock -name clk0 -period $clk_period

set non_clock_inputs [all_inputs -no_clocks]
set_input_delay [expr $clk_period * $clk_io_pct] -clock clk0 $non_clock_inputs
set_output_delay [expr $clk_period * $clk_io_pct] -clock clk0 [all_outputs]
--- ./design.v ---
`timescale 1ns / 1ps
module simple_comparator(a, b, lt, eq, gt);
	input [2:0] a;
	input [2:0] b;
	output lt, eq, gt;
	wire [2:0] a_;
	wire [2:0] b_;
	wire [2:0] c;
	not 
		a2_not (a_[2], a[2]),
		a1_not (a_[1], a[1]),
		a0_not (a_[0], a[0]);
	not 
		b2_not (b_[2], b[2]),
		b1_not (b_[1], b[1]),
		b0_not (b_[0], b[0]);
	xnor 
		c2_xnor (c[2], a[2], b[2]),
		c1_xnor (c[1], a[1], b[1]),
		c0_xnor (c[0], a[0], b[0]);
	wire [2:0] x;
	and 
		lt_and2 (x[2], a_[2], b[2]),
		lt_and1 (x[1], c[2], a_[1], b[1]),
		lt_and0 (x[0], c[2], c[1], a_[0], b[0]);
	or lt_or (lt, x[2], x[1], x[0]);
	and eq_and (eq, c[2], c[1], c[0]);
	wire [2:0] y;
	and 
		gt_and2 (y[2], a[2], b_[2]),
		gt_and1 (y[1], c[2], a[1], b_[1]),
		gt_and0 (y[0], c[2], c[1], a[0], b_[0]);
	or gt_or (gt, y[2], y[1], y[0]);
endmodule
==> results.txt <==
Results of the flow run.

The routed design shows a via density per instance of 2.04. In this build the clock could be raised as far as 0.625 GHz. The report shows a maximum critical-path fanout of 5. The yosys stat cell total stands at 14. The count of nets left with antenna violations once routing finished came out at 0.

For the pin with the worst max-slew slack, the measured transition is 0.179 ns. The post-route core utilization stands at 7.66%. The synthesis log from Yosys contains 0 warnings.

The logs give a warning total of 34. The initial antenna violation count stands at 0. STA classifies the critical path startpoint as an input pin. The number of hold buffers added after cts stands at 0.

The standby leakage power stands at 0.114 nW. The netlist area before placement stands at 113 µm². The final total power stands at 47.9 µW.

According to the floorplan report, the die width is 80 µm. Per the finish-stage timing summary, setup violations number 0. Overall routing resource usage recorded by global route was 1.43%. The number of setup buffers added after CTS stands at 0. The area of the core region stands at 0.00342 mm². Yosys reports that the leading cell type by area covers 22.2% of the netlist area. By area the synthesized netlist is led by sky130_fd_sc_hd__ha_1 (22%), sky130_fd_sc_hd__a311o_1 (18%), sky130_fd_sc_hd__and3b_1 (16%).

The global-route wire length before repair stands at 710 µm. The tightest slew margin relative to the limit stands at 88.1%. The setup total negative slack stands at 0 ns.

The chip area stands at 0.00640 mm². STA classifies the critical path endpoint as a primary output. The script logs the mean routed wire length per placed instance as 6.83 µm. The run finished with clean final reports. The final timing report lists a max-slew violation count of 0.

Summed over all layers, the routed wires come to 478 µm. In this run the power density over the cells is 183 mW/mm². The final timing summary puts the cycle share of the worst path at 94.2%.

The required arrival time at the worst endpoint stands at 1.36 ns. Relative to the synthesized area, the layout overhead comes to 132%. Setup repair after global routing left no endpoint under its margin. Clock buffers in the final layout number 0. The share of cells above drive strength 1 stands at 33.3%. Global routing finished with a remaining overflow of 0. Sequential cells placed in the final layout were counted as 0. Across the whole layout, storage elements account for 0 µm².

On the final layout, the worst hold slack is 1.12 ns. The critical path is of the input pin to primary output type. The die height stands at 80 µm. After technology mapping, the gate count stands at 14. The worst path arrival time stands at 1.26 ns. In this run the worst hold path is classified as input pin to primary output. Summing over every cut layer, the via total after detailed routing is 143. Sequential elements use 0% of the synthesized area.

The unique cell type count in the Yosys netlist stands at 8. The effective utilization at floorplan stands at 3.30%. In the routed design, unresolved DRC markers number 0. The synthesized netlist has a Yosys-reported chip area of 113 µm². The worst path needs 1.60 ns of the cycle, external delays included.

Per the detail_route report, inserted antenna diodes total 0. The peak supply drop stands at 0.0000260 V. The via count of the first global-routing pass stands at 135. The initialized floorplan defines 21 standard-cell rows. The number of I/O port buffers stands at 9.

The report counts max-capacitance violations totalling 0. The iteration count recorded for the first detailed-route pass is 3. The final weighted congestion of routability-driven global placement stands at 0.686.

The starting DRC count in detailed routing stands at 4. According to the I/O placement log, the pin count is 9. The biggest area contributor in the post-synthesis netlist is sky130_fd_sc_hd__ha_1. The average cell area after synthesis stands at 8.04 µm². The wire-length estimate of the detail-placed layout is 419 µm. The pin count of the biggest net entering global routing stands at 6. The number of hold violations in the final report stands at 0.
-- final cells by class --
cell class | instances | area [µm²]
fillers | 422 | 3150
inverters | 2 | 7.51
multi-input cells | 12 | 125
well taps | 46 | 57.6
repair buffers | 10 | 71.3
-- routing by layer --
layer | GRT usage (%) | share of wire (%) | vias up
met3 | 0.909 | 15 | 0
met5 | 0 | 0 | -
met4 | 0 | 0 | 0
li1 | - | - | 72
met2 | 2.17 | 39 | 6
met1 | 1.78 | 46 | 65
-- synth_stat cells, drive strengths merged --
| master | number |
|---|---|
| nand2b | 2 |
| nor2b | 2 |
| and3b | 2 |
| a311o | 2 |
| ha | 2 |
| and4 | 1 |
| xnor2 | 1 |
| inv | 2 |
-- path summary, 6_finish.rpt --
kind / from / end / slack (ns) / cells past startpoint
setup / recovery: a[2] / gt / 0.1 / 6
hold / removal: b[2] / lt / 1.12 / 4
-- cells by family after synthesis --
| family | share of synthesized area, % |
|---|---|
| xor gates and xnor gates | 7.78 |
| buffers and inverters | 6.67 |
| adders and majority gates | 22.2 |
| AOI/OAI and AO/OA | 17.8 |
| and+or+nand+nor | 45.6 |
-- cell usage in the layout, fill, tap and decap left out --
cell type	netlist	layout
sky130_fd_sc_hd__a311o_1	2	2
sky130_fd_sc_hd__buf_2	0	3
sky130_fd_sc_hd__xnor2_1	1	1
sky130_fd_sc_hd__nor2b_1	2	2
sky130_fd_sc_hd__and4_1	1	1
sky130_fd_sc_hd__clkbuf_2	0	1
sky130_fd_sc_hd__dlygate4sd2_1	0	5
sky130_fd_sc_hd__inv_2	0	1
sky130_fd_sc_hd__inv_1	2	1
sky130_fd_sc_hd__nand2b_1	2	1
sky130_fd_sc_hd__buf_4	0	1
sky130_fd_sc_hd__and3b_1	2	2
sky130_fd_sc_hd__ha_4	0	1
sky130_fd_sc_hd__nand2b_4	0	1
sky130_fd_sc_hd__ha_1	2	1
-- power breakdown --
group	switching [mW]	internal, mW
Clock	0	0
Sequential	0	0
Combinational	0.0185	0.0295
Total	0.0185	0.0295
-- what timing repair did --
item / CTS / global route
resized: 21 / 1
setup endpoints to repair: 3 / 1
pin swaps: 3 / 1
-- per-stage QoR --
step | instances | setup WS (ns) | area [µm²]
finish | 70 | 0.0988 | 262
global route | 70 | 0.0267 | 262
CTS | 70 | -0.0444 | 267
detailed placement | 70 | -0.790 | 268
global placement | 70 | -0.773 | 268
floorplan | 14 | 0.227 | 113
-- critical path, stage by stage --
cell	delay, ns
sky130_fd_sc_hd__buf_2	0.11
sky130_fd_sc_hd__inv_2	0.06
sky130_fd_sc_hd__ha_4	0.20
sky130_fd_sc_hd__and3b_1	0.16
sky130_fd_sc_hd__a311o_1	0.28
sky130_fd_sc_hd__buf_2	0.12
Power is estimated from default activity; no workload was simulated.
