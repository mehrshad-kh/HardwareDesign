[flow/design.v]
`timescale 1ns / 1ps
module bcd_to_seven_seg(seg_sel, seg_data, a);
    output [4:0] seg_sel;
    output reg [7:0] seg_data;
    input [2:0] a;
    always @ (a)
    begin
        case (a)
        3'b000: seg_data = 8'b01111111;
        3'b001: seg_data = 8'b00000110;
        3'b010: seg_data = 8'b01011011;
        3'b011: seg_data = 8'b01001111;
        3'b100: seg_data = 8'b01100110;
        3'b101: seg_data = 8'b01101101;
        3'b110: seg_data = 8'b01111101;
        3'b111: seg_data = 8'b00000111;
        endcase
    end
    assign seg_sel = 5'b00001;
endmodule
`timescale 1ns / 1ps
module freq_divider (clk_out, clk_in);
    output reg clk_out;
    input clk_in;
    reg [25:0] counter = 0;
    always @ (posedge clk_in)
    begin
        if (counter == 20000000 - 1)
        begin
            counter <= 0;
            clk_out <= ~clk_out;
        end
        else
        begin
            counter <= counter + 1;
        end
    end
endmodule
`timescale 1ns / 1ps
module seq_circuit(seg_sel, seg_data, q2, q1, q0, ud, clk);
    output [4:0] seg_sel;
    output [7:0] seg_data;
    output  q2;
    output  q1;
    output  q0;
    input ud, clk;
    wire q0_not;
    wire ud_not;
    wire s, r;
    wire s_twin, r_twin;
    wire o1, o2;
    wire q1_not;
    wire q2_not;
    wire one;
    assign one = 1;
    wire final_clk;
    freq_divider divider (.clk_out(final_clk), .clk_in(clk));
    jk_flip_flop flip_flop1 (.q(q0), .q_not(q0_not), .j(one), .k(one), .clk(final_clk));
    not not1 (ud_not, ud);
    and and1 (s, ud, q0), and2 (s_twin, q0_not, ud_not);
    or or1 (o1, s, s_twin);
    jk_flip_flop flip_flop2 (.q(q1), .q_not(q1_not), .j(o1), .k(o1), .clk(final_clk));
    and and3 (r_twin, s, q1), and4(r, q1_not, s_twin);
    or or2 (o2, r, r_twin);
    jk_flip_flop flip_flop3 (.q(q2), .q_not(q2_not), .j(o2), .k(o2), .clk(final_clk));
    bcd_to_seven_seg converter (.seg_sel(seg_sel), .seg_data(seg_data), .a({q2, q1, q0}));
 endmodule
`timescale 1ns / 1ps
module jk_flip_flop(q, q_not, j, k, clk);
    output q, q_not;
    input j, k, clk;
     reg q = 1'b0;
    assign q_not = ~q;
    always @ (negedge clk)
        case ({j, k})
            2'b00:
                q = q;
            2'b01:
                q = 0;
            2'b10:
                q = 1;
            2'b11:
                q = ~q;
        endcase
endmodule
[flow/run.sh]
#!/bin/bash
# OpenROAD 26Q1-2900-gdf79404cd8, Yosys 0.63+post, stock flow scripts
make -C /OpenROAD-flow-scripts/flow DESIGN_CONFIG=/design/flow/config.mk WORK_HOME=/design/flow/orfs finish
[flow/config.mk]
export PLATFORM = sky130hd
export DESIGN_NAME = seq_circuit
export DESIGN_NICKNAME = seq_circuit
export VERILOG_FILES = /design/flow/design.v
export SDC_FILE = /design/flow/constraint.sdc
export NUM_CORES = 4
export LEC_CHECK = 1
export CORE_AREA = 10 10 106 106
export DIE_AREA = 0 0 116 116
[flow/constraint.sdc]
current_design seq_circuit

set clk_period 5.8
set clk_io_pct 0.2

create_clock -name clk0 -period $clk_period [get_ports {clk}]

set non_clock_inputs [all_inputs -no_clocks]
set_input_delay [expr $clk_period * $clk_io_pct] -clock clk0 $non_clock_inputs
set_output_delay [expr $clk_period * $clk_io_pct] -clock clk0 [all_outputs]
==> results_dict.tcl <==
# flow metrics
set metrics [dict create \
    wl_met2_mm 1.20 \
    worst_path_largest_cell_delay_ns 0.50 \
    top_cells_by_count "dfxtp_1 (27), nand3_1 (13), xnor2_1 (12)" \
    ys_ff 30 \
    skew_ns 0.00674 \
    rr_worst_depth 3 \
    clkTransAtPathRegs_ns 0.09 \
    yosys.area.top_type "dfxtp_1" \
    timing.critical_path.buf_inv 0 \
    untimed_endpoints 15 \
    ys_seq_share_pct 42.2 \
    grt_pass1_wl_mm 4.65 \
    crit_required_ns 5.72 \
    grt_util_all_layers_pct 3.99 \
    hold_viol_final 0 \
    ir_drop_uv 74.0 \
    ys_cells 160 \
    std_cell_rows 34 \
    portBuffers 11 \
    power_density_nw_per_um2 168 \
    cts_resized 0 \
    syn_inst 160 \
    maxCapViolCount 0 \
    antenna_found_initial 0 \
    rsz0062_at_grt "no" \
    via_per_inst 3.90 \
    wl_met1_mm 1.40 \
    synth-edff-count 3 \
    worst_pin_slew_ns 0.507 \
    crit_family "simple AND/OR/NAND/NOR gates" \
    htreeDepth 1 \
    dieArea_sq_um 13500 \
    cp-end-kind "register" \
    met3_length_microns 146 \
    synth.distinct_cells 37 \
    utilization_pct 19.7 \
    dr.max_layer_used "met4" \
    fp_util_pct 16.9 \
    clockBufferDepth 2 \
    synth_area_sq_um 1490 \
    fillers 971 \
    cp_slowest_cell "or4b_1" \
    die_x_microns 116 \
    drtIter0Drc 58 \
    post-dp-hpwl_mm 2.13 \
    cts_tree "yes" \
    arrival_ns 1.98 \
    ant_nets 0 \
    cts_buffers 3 \
    fin_tns_setup_ns 0 \
    gp_congestion 0.848 \
    top_cell "dfxtp_1" \
    area_growth_pct 16.5 \
    power_mw 0.293 \
    clock.fmax_ghz 0.485 \
    rrSetupSlack_ns 3.74 \
    holdWs_ns 0.459 \
    hp-class "register to register" \
    unclocked_pins 3 \
    synthFlopType "dfxtp_1" \
    p_leak_nw 0.662 \
    yosysChipArea_sq_um 1490 \
    worstSetupPathType "register to register" \
    ios 18 \
    vias 1089 \
    antennaDiodeCount 0 \
    relSlewSlack_pct 66.1 \
    hold_path_startpoint "divider.counter[25]$_SDFF_PN0_" \
    grt_overflow 0 \
    grt_start_max_net_pins 16 \
    root_buffer "clkbuf_8" \
    grt_pass1_vias 1040 \
    hold_path_depth 1 \
    area_leaders "dfxtp_1 (36%), ha_1 (7.5%), xnor2_1 (7.0%)" \
    cp-start-kind "register" \
    placed_cells 275 \
    wl_per_cell_microns 9.99 \
    fin_crit_sh_pct 35.6 \
    rr_startpoint "divider.counter[23]$_SDFF_PN0_" \
    whs_endpoint "divider.counter[25]$_SDFF_PN0_" \
    synthArstFlopShare_pct 0 \
    route.detailed.drc 0 \
    warnings 31 \
    final_cells 279 \
    crit_path_max_fanout 12 \
    die_h_microns 116 \
    avgSynthCellArea_sq_um 9.33 \
    yosys_warnings 3 \
    coreArea_sq_um 8850 \
    wirelength_mm 2.79 \
    r2r-end "divider.clk_out$_DFFE_PN_" \
    yosysTopAreaCellShare_pct 36.2 \
    postCtsHoldBufs 0 \
    crit_chain "or4b_1 > or4_4 > nor3_4" \
    fin_crit_ns 2.06 \
    final_layout_size_suffix_gt1_share_pct 5.85 \
    status "complete, no violations" \
    drtPass1Iterations 4 \
    cts_setup_buffers 0 \
    slew_violations 0 \
    setup_viol 0 \
    clk_latency_ns 0.27 \
]
kinds of logic (layout without fill, tap and decap cells):
family,Yosys count,in the layout,synth area share [%]
AOI/OAI and AO/OA,17,17,6.71
xor gates and xnor gates,18,18,10.6
adders and majority gates,9,9,7.54
buffers and inverters,17,24,6.29
DFF,30,30,42.2
muxes,1,1,0.754
other,2,6,0.503
and+or+nand+nor,66,66,25.4
metal layers:
metal	global-route usage (%)	vias to the layer above
met5	0	-
met1	5.64	487
li1	-	569
met3	0.523	2
met2	6.48	31
met4	0.667	0
stage by stage:
step,setup slack (ns),cell area (sq um)
floorplan,3.96,1510
global placement,3.77,1690
detailed placement,3.74,1690
CTS,3.73,1740
global route,3.66,1740
finish,3.74,1740
placed cells by master (no fill, tap or decap), types with 5 or more instances in the layout:
cell type         n
nand4_1          11
o21ai_0           5
clkdlybuf4s50_1  11
nand3_1          13
conb_1            6
dfxtp_1          27
nor2_1           11
and3_1            7
xor2_1            6
inv_1             9
xnor2_1          12
ha_1              9
nand2_1           5
a21oi_1           7
final cells by class:
type	count	area, sq um	area share (%)
clock inverters	1	5.00	0.288
clock buffers	3	41.3	2.37
flip-flops and latches	30	631	36.3
multi-input cells	117	783	45.0
repair buffers	11	110	6.33
well taps	108	135	7.77
inverters	9	33.8	1.94
worst max-delay path by stage:
stage | start | to | depth (start not counted)
after CTS | divider.counter[23]$_SDFF_PN0_ | divider.clk_out$_DFFE_PN_ | 3
after global routing | divider.counter[23]$_SDFF_PN0_ | divider.clk_out$_DFFE_PN_ | 3
final | divider.counter[23]$_SDFF_PN0_ | divider.clk_out$_DFFE_PN_ | 3
report_power, final:
group	internal [mW]	switching, mW	total [mW]
combinational	0.000869	0.000796	0.00166
clock	0.0481	0.0567	0.105
sequential	0.186	0	0.186
registers in the layout, summed over array words and instances (netlist names):
| register | count |
|---|---|
| divider.counter | 26 |
| divider.clk_out | 1 |
| flip_flop1.q | 1 |
| flip_flop2.q | 1 |
| flip_flop3.q | 1 |
